==> flow/config.mk <==
export PLATFORM = sky130hd
export DESIGN_NAME = mul
export DESIGN_NICKNAME = mul
export VERILOG_FILES = /design/flow/design.v
export SDC_FILE = /design/flow/constraint.sdc
export NUM_CORES = 4
export LEC_CHECK = 1
export CORE_AREA = 10 10 70 70
export DIE_AREA = 0 0 80 80
==> flow/constraint.sdc <==
current_design mul

set clk_period 1.0
set clk_io_pct 0.2

create_clock -name clk0 -period $clk_period

set non_clock_inputs [all_inputs -no_clocks]
set_input_delay [expr $clk_period * $clk_io_pct] -clock clk0 $non_clock_inputs
set_output_delay [expr $clk_period * $clk_io_pct] -clock clk0 [all_outputs]
==> flow/design.v <==
module mul(W,I,T);
  input signed [15:0] W;
  input I;
  output signed [15:0] T;
     assign T=I?W:16'b0;
endmodule
==> flow/run.sh <==
#!/bin/bash
# OpenROAD 26Q1-2900-gdf79404cd8, Yosys 0.63+post, stock flow scripts
make -C /OpenROAD-flow-scripts/flow DESIGN_CONFIG=/design/flow/config.mk WORK_HOME=/design/flow/orfs finish
==> notes.md <==
fresh numbers from the pnr run: run status=finished clean, highest cell delay on the worst timing path=230 ps, number of buffers and inverters on the critical path=2, Crit path max-delay family=buffers and inverters, Core Box Area=3420 um^2, Leakage=0.255 nW, diodes inserted=0, Hold WC Path Type=input port to output pin, Routed Wire Length=912 um, Avg Vias per Cell=2.41, CP Launch Type=input port, site row count=21, core utilization before placement=0.0370, Finish-stage setup viols=0, DR vias=236, clock buffer instance count of the final layout=0, Crit. End Element=output pin, count of synthesis-stage warnings from yosys=0, largest net degree at the start of global routing=7, Ports=33, final setup slack of the worst path=60.6 ps, dominant cell type by area after synthesis=and2_2, layout filler cell count=410, number of antenna violations at the first check in global routing=0, biggest area contributors in the synthesized netlist=and2_2, and2_1, buf_6, crit share post-route=0.939, synth unique cells=3, number of flip-flops and latches=0, placer congestion estimate=0.657, vias in the first global route=267, maximum fanout along the worst path=1, RSZ-0062 raised after global routing=no, number of failing hold endpoints at the final stage=0, number of warning messages in the logs=32, Cell Chain, Critical Path=dlygate4sd2_1 -> and2_4 -> clkdlybuf4s15_1, Final Slew Violations=0, maximum resistive drop on vdd=101 uV, Placed Instance Area=518 um^2, total global routing overflow=0, sequential area share after synthesis=0, Largest type area fraction=0.713, global-route wire length before repair=1.45 mm, critical setup path kind=input port to output pin, synthesis area per yosys=126 um^2, die width=80 um, number of instances in the synthesized netlist=17, CTS Hold Buffers Added=0, post-synthesis cell count from yosys=17, Port Buffer Count=33, standard cell with the maximum stage delay on the critical path=dlygate4sd2_1, DRT Pass-1 Iters=2, gr usage total=0.0270, crit path time final=939 ps, share of the core filled with cells in the final layout=0.145, vertical die dimension=80 um, number of design rule violations left after detail routing=0, worst-margin pin slew=55.9 ps, area of the chip=6400 um^2, setup tns final=0 ps, layout-stage area growth over the synthesis result=291%, detail-routed net length per standard cell=9.31 um, required time of the worst setup path=800 ps, final standard cell area without fillers=494 um^2, pre-CTS setup slack=-650 ps, DPL Wire Length=763 um, synthesized area per cell=7.43 um^2, max-capacitance violation count=0, antenna viol nets, final=0, Critical Path AT=740 ps, FF/Latch Area=0 um^2, f_max=1060 MHz, worst relative slew slack=0.963, layout cell share with drive strength beyond 1=0.558, power density cells=302 nW/um^2, area of the mapped netlist=126 um^2, drt first-iter violations=3
## final timing paths
check,from,endpoint,slack (ps),cells after the start
worst min-delay path,W[14],T[14],770,3
worst max-delay path,W[0],T[0],60,3
## synthesized netlist by cell type (all sizes together)
cell type	number
and2	16
buf	1
## per-layer routing
metal  wire length, um  up-vias  GRT usage
li1                  -      120          -
met1               393       97     0.0349
met2               389       19     0.0409
met3               129        0     0.0148
met4                 0        0          0
met5                 0        -          0
## metrics by stage
step	instances	power [mW]	hold slack, ps
4_1_cts	99	0.153	773
5_1_grt	98	0.165	790
3_3_place_gp	97	0.164	1350
3_5_place_dp	97	0.165	1340
2_1_floorplan	17	0.0270	477
6_report	98	0.149	769
## final cells by class
class | instances | area (um^2) | area share
multi-input cells | 16 | 133 | 0.268
well taps | 46 | 57.6 | 0.116
repair buffers | 36 | 304 | 0.615
## cells in the final DEF (no fill, tap or decap)
master,netlist,routed
buf_2,0,9
and2_1,4,3
buf_6,1,7
and2_4,0,13
dlygate4sd2_1,0,16
clkdlybuf4s15_1,0,4
## cell families after synthesis
family / Yosys count / share of synthesized area
buf+inv: 1 / 0.0891
simple gates: 16 / 0.911
## where the power goes
group          total, mW  internal, mW  switching [mW]  leakage, nW
Clock                  0             0               0            0
Combinational      0.149         0.115          0.0341        0.255
Sequential             0             0               0            0
Total              0.149         0.115          0.0341        0.255
## repair_timing
action	in CTS	in global routing
gates cloned	1	0
setup buffers	1	0
resized	83	2
endpoints found under the setup margin	16	5
pin swaps	7	0
Power is estimated from default activity; no workload was simulated.
