--- config.mk ---
export PLATFORM = sky130hd
export DESIGN_NAME = ALU
export DESIGN_NICKNAME = ALU
export VERILOG_FILES = /design/flow/design.v
export SDC_FILE = /design/flow/constraint.sdc
export NUM_CORES = 4
export LEC_CHECK = 1
export CORE_AREA = 10 10 94 94
export DIE_AREA = 0 0 104 104
--- constraint.sdc ---
current_design ALU

set clk_period 14.1
set clk_io_pct 0.2

create_clock -name clk0 -period $clk_period

set non_clock_inputs [all_inputs -no_clocks]
set_input_delay [expr $clk_period * $clk_io_pct] -clock clk0 $non_clock_inputs
set_output_delay [expr $clk_period * $clk_io_pct] -clock clk0 [all_outputs]
--- design.v ---
module ALU (X, Y, Z, Sign, Zero, Carry, Parity, Overflow);
  input signed [15:0] X, Y;
  output signed [15:0] Z;
 output Sign, Zero, Carry, Parity, Overflow;
 assign {Carry, Z} = X + Y;  
  assign Sign = Z[15];
 assign Zero = ~|Z;  
 assign Parity = ~^Z;  
  assign Overflow = (X[15] & Y[15] & ~Z[15])|(~X[15] & ~Y[15] & Z[15]);
endmodule
--- run.sh ---
#!/bin/bash
# OpenROAD 26Q1-2900-gdf79404cd8, Yosys 0.63+post, stock flow scripts
make -C /OpenROAD-flow-scripts/flow DESIGN_CONFIG=/design/flow/config.mk WORK_HOME=/design/flow/orfs finish
==> impl_metrics.tcl <==
# implementation run metrics
set metrics [dict create \
    dieHeight_um 104 \
    seq_cells 0 \
    min_from "Y[0]" \
    gr-total-overflow 0 \
    via_count 1061 \
    rows 30 \
    dp_hpwl_um 3003 \
    track_usage_pct 5.914 \
    ff_latch_area_sq_um 0 \
    grt_pass1_wl_um 5437 \
    finalSetupViolCount 0 \
    worstPathArrival_ns 6.38 \
    chipArea_sq_um 10820 \
    fillers 760 \
    cts.repair.resized 0 \
    cp_num_buf_inv 3 \
    max_stage_delay_ns 0.48 \
    path_class "in2out" \
    status "completed" \
    worstPathCellList "clkdlybuf4s50_1 -> ha_1 -> inv_1 -> fa_1 -> nor2b_1 -> o2111ai_1 -> a21boi_1 -> a311oi_1 -> o21a_1 -> xor2_1 -> ha_1 -> xnor2_1 -> xnor2_1 -> xnor2_1 -> clkdlybuf4s50_1" \
    firstDrtPassIters 4 \
    n_clock_buffer 0 \
    worstHoldPathCells 3 \
    fin_cells 281 \
    synth_chip_area_sq_um 1062 \
    ios 53 \
    fin_crit_ns 9.200 \
    cp.depth 15 \
    area_delta_synth_final_pct 60.07 \
    layout_top_cell "clkdlybuf4s50_1" \
    cp_common_cell "xnor2_1" \
    fmax_mhz 108.7 \
    antenna_left 0 \
    hp-class "in2out" \
    worst_slew_margin_rel_pct 72.47 \
    die_w_um 104 \
    syn_avg_cell_area_sq_um 7.927 \
    post_cts_buffers 0 \
    numPortBuffers 53 \
    fp_util_pct 15.55 \
    cap_violations 0 \
    core_area_sq_um 6832 \
    rsz0062_at_grt "false" \
    logic_area_sq_um 970.9 \
    antenna_cells 0 \
    worstSetupStartpointType "input port" \
    cp_top_family "buffers and inverters" \
    required_ns 11.28 \
    peakVddDrop_uv 40.20 \
    worstMarginPinSlew_ns 0.4087 \
    grt_pass1_vias 1083 \
    utilization_pct 24.89 \
    final-hold-violation-count 0 \
    antenna_found_initial 0 \
    dp_cells 281 \
    final_cell_mix "clkdlybuf4s50_1 (53), ha_1 (25), inv_1 (21), xnor2_1 (14)" \
    cts_hold_buf 0 \
    drt_iter0_markers 34 \
    syn_area_sq_um 1062 \
    ys_types 38 \
    place.gp.congestion 0.8428 \
    warning_count 33 \
    setup-tns-final_ns 0 \
    p_per_area_nw_per_um2 74.71 \
    p_leak_nw 0.7500 \
    drt-total-wl_um 3265 \
    post_drt_wl_per_cell_um 11.62 \
    via_per_inst 3.776 \
    critPathCaptureType "output pin" \
    yosysWarnings 0 \
    postSynthSeqShare_pct 0 \
    remaining_drc_errors 0 \
    grt_start_max_net_pins 8 \
    ys_cells 134 \
    period_used_pct 65.25 \
    drive_gt1_share_pct 5.946 \
    syn-instance-count 134 \
    cp_max_fo 5 \
    cp_slowest_cell "clkdlybuf4s50_1" \
    whs_endpoint "Z[0]" \
    drv_slew 0 \
]
==> cells in the mapped netlist (all sizes together) (3+ instances only) <==
master   n  share of area (%)
a21o     6                4.4
xnor2   15                 13
o21a     3                2.1
a31oi    3                3.2
xor2     8                6.6
ha      25                 29
nand2    6                2.1
o21ai    8                3.8
a21oi    6                2.8
nor2     3                1.1
inv     21                7.4
==> per-layer routing <==
| layer | global-route usage [%] | share of wire, % | vias up |
|---|---|---|---|
| li1 | - | - | 573 |
| met1 | 7.570 | 46 | 457 |
| met2 | 10.23 | 46 | 31 |
| met3 | 1.629 | 7.8 | 0 |
| met4 | 0 | 0 | 0 |
| met5 | 0 | 0 | - |
==> cells by family (layout without fill, tap and decap cells) <==
family                   Yosys count  in the layout  share of synthesized area, %
AND-OR/OR-AND                     39             39                         27.92
adder cells (fa/ha/maj)           26             26                         31.33
XOR/XNOR                          23             23                         19.67
AND/OR/NAND/NOR                   22             22                         11.07
buffers and inverters             23             74                         8.599
multiplexers                       1              1                         1.413
==> through the flow <==
| step | hold slack (ns) | instance area (sq um) | setup slack, ns | power, mW |
|---|---|---|---|---|
| floorplan | 5.731 | 1062 | 6.145 | 0.06876 |
| global placement | 6.702 | 1700 | 4.971 | 0.1304 |
| detailed placement | 6.703 | 1700 | 4.890 | 0.1296 |
| CTS | 6.700 | 1700 | 4.871 | 0.1304 |
| global route | 6.738 | 1700 | 4.607 | 0.1421 |
| finish | 6.694 | 1700 | 4.900 | 0.1270 |
==> worst max path at each step <==
stage                 startpoint      to  slack, ns
after CTS                   X[0]  Parity       4.87
after global routing        X[0]  Parity       4.61
final                       X[0]  Parity       4.90
==> power by group <==
part           internal, mW  switching (mW)  leakage (nW)
sequential                0               0             0
combinational        0.0807          0.0464         0.750
clock                     0               0             0
total                0.0807          0.0464         0.750
==> final cells by class <==
type               count  share of cell area [%]
well taps             96                   7.064
repair buffers        53                   31.20
inverters             21                   4.636
multi-input cells    111                   57.10
Power and IR drop assume default switching activity.
