--- flow/design.v ---
`timescale 1ns / 1ps
module multiplier(prod, busy, mc, mp, clk, start);
output [15:0] prod;
output busy;
input [7:0] mc, mp;
input clk, start;
reg [7:0] A, Q, M;
reg Q_1;
reg [3:0] count;
wire [7:0] sum, difference;
always @(posedge clk)
begin
if (start) begin
A <= 8'b0;
M <= mc;
Q <= mp;
Q_1 <= 1'b0;
count <= 4'b0;
end
else begin
case ({Q[0], Q_1})
2'b0_1 : {A, Q, Q_1} <= {sum[7], sum, Q};
2'b1_0 : {A, Q, Q_1} <= {difference[7], difference, Q};
default: {A, Q, Q_1} <= {A[7], A, Q};
endcase
count <= count + 1'b1;
end
end
alu adder (sum, A, M, 1'b0);
alu subtracter (difference, A, ~M, 1'b1);
assign prod = {A, Q};
assign busy = (count < 8);
endmodule
module alu(out, a, b, cin);
output [7:0] out;
input [7:0] a;
input [7:0] b;
input cin;
assign out = a + b + cin;
endmodule
--- flow/run.sh ---
#!/bin/bash
# OpenROAD 26Q1-2900-gdf79404cd8, Yosys 0.63+post, stock flow scripts
make -C /OpenROAD-flow-scripts/flow DESIGN_CONFIG=/design/flow/config.mk WORK_HOME=/design/flow/orfs finish
--- flow/config.mk ---
export PLATFORM = sky130hd
export DESIGN_NAME = multiplier
export DESIGN_NICKNAME = multiplier
export VERILOG_FILES = /design/flow/design.v
export SDC_FILE = /design/flow/constraint.sdc
export NUM_CORES = 4
export LEC_CHECK = 1
export CORE_UTILIZATION = 30
--- flow/constraint.sdc ---
current_design multiplier

set clk_period 6.4
set clk_io_pct 0.2

create_clock -name clk0 -period $clk_period [get_ports {clk}]

set non_clock_inputs [all_inputs -no_clocks]
set_input_delay [expr $clk_period * $clk_io_pct] -clock clk0 $non_clock_inputs
set_output_delay [expr $clk_period * $clk_io_pct] -clock clk0 [all_outputs]
==> results_slide.txt <==
Run Summary

Routing
  – Vias: 1,363
  – WL final: 3390 um
  – Number of antenna repair diodes: 0
  – WL/cell: 11.8 um
  – DRT Pass-1 Iters: 4
  – First DRT Iteration DRCs: 79
  – DR DRC count: 0
  – Routed vias/inst: 4.75
  – Final ANT Viol Nets: 0

Final layout
  – Flop area: 661 sq um
  – Comb gate area: 936 sq um
  – Area Overhead vs Synth: 28.0%
  – Post-route cell area: 0.00221 sq mm
  – Fillers: 568
  – Share of cells above drive strength 1: 9.30%

Logic synthesis
  – Synth flops: 29
  – Synth Instances: 179
  – Post-synth top cells: 25 x inv_1, 21 x dfxtp_1, 18 x ha_1
  – Post-Syn Area: 0.00173 sq mm
  – Yosys cell count: 179
  – Top cells by area: dfxtp_1 24%, edfxtp_1 14%, ha_1 13%
  – Yosys stat area: 0.00173 sq mm
  – Post-synth EDFFs: 8
  – Count leader, synth: inv_1
  – Synth warnings: 1
  – Async SR Flop Fraction: 0%
  – Cell Type Count: 42
  – Main flop type: dfxtp_1
  – Syn_area_per_cell: 9.65 sq um
  – Max-area cell share: 24.3%
  – Area leader, netlist: dfxtp_1
  – Post-synth seq share: 38.2%

Pwr
  – Seq pwr share: 40.3%
  – Clock power share: 24.2%
  – VDD IR max: 0.162 mV
  – Sw Share: 31.8%
  – Logic gate share of total power: 35.5%
  – Static Leak: 0.924 nW
  – Pwr dens: 259 mW/mm^2
  – Pint: 0.000390 W
  – Switching pwr: 0.000182 W

Timing
  – # setup viols final: 0
  – Worst Skew: 0.00288 ns
  – RSZ-0062 raised after global routing: false
  – Fmax: 379 MHz
  – Final period utilization: 41.2%
  – Final hold violation count: 0
  – Worst slew pin tran: 0.466 ns
  – Max-slew headroom: 68.5%
  – Period minus WS final: 2.64 ns
  – Fin. max-slew vios: 0
  – Setup TNS: 0 ns

Worst setup path
  – CP peak stage delay: 0.46 ns
  – Req. time, crit path: 6.53 ns
  – Critical Path AT: 2.77 ns
  – Worst path top cell family by delay: buffers and inverters
  – Worst setup EP type: flop
  – Worst-path maximum fanout: 27
  – Critical path class: in2reg
  – Worst path buffer plus inverter count: 3
  – Ordered list of cells on the worst path: clkdlybuf4s50_1, buf_4, inv_1, o21a_1, and3_1, o311ai_0, o211ai_1
  – Worst setup SP type: input pin
  – CP max-delay cell: clkdlybuf4s50_1

Job
  – Log Warnings: 34
  – Max cap viols: 0

Die
  – Chip Area: 0.00607 sq mm
  – Io pins: 35
  – Floorplan utilization: 31.2%
  – Die width: 77.9 um
  – Row count: 27
  – Die Height: 77.9 um
  – Core box area: 0.00554 sq mm

Clock network
  – Clock transition at path regs: 0.06 ns
  – Clock Tree Root: clkbuf_8
  – Setup Fix Bufs, Post-CTS: 0
  – CTS Buf Count: 5
  – H-tree levels: 2
  – CTS tree: yes
  – CTS max path bufs: 2
  – Clock Sinks: 29
  – Hold buffer count at CTS: 0
  – CTS resizes: 0
  – Latency at later pin: 0.27 ns

Placed design
  – GPL Wtd Cong: 0.859
  – Cell area after placement: 0.00213 sq mm
  – IO Port Bufs: 34
  – Post-DP HPWL: 2520 um

GRT
  – GRT Max-Usage Layer: met1
  – GR Overflow Total: 0
  – Grt met2 use: 18.5%
  – Met3 usage: 2.39%
  – Largest net degree at the start of global routing: 28
  – M1 GR Usage: 18.7%
  – Initial antenna violation count: 0
  – GRT Resource Usage Total: 12.2%
  – Number of global-route vias before repair: 1,275
  – Global-route wire length before repair: 5860 um

Outcome
  – Outcome: finished, final reports clean

Min path
  – Hold WC Path Type: reg2reg
path summary, 6_finish.rpt:
check	from	endpoint	slack (ns)	cells past startpoint
max	start	A[7]	3.76	7
min	count[0]	count[0]	0.45	1
max reg2reg	A[0]	A[5]	4.23	8
min reg2reg	count[0]	count[0]	0.45	1
logic make-up after synthesis:
logic type,after synthesis,synth area share (%)
xor+xnor,7,3.55
simple gates,37,10.1
fa+ha+maj,20,15.4
buf+inv,32,7.60
compound gates,45,19.5
flops,29,38.2
mux,9,5.72
cells in the final DEF (no fill, tap or decap), drive strengths merged, types with 6 or more instances in the layout:
cell	n
edfxtp	8
clkdlybuf4s50	34
inv	25
a21oi	10
mux2	7
dfxtp	21
nand2	9
ha	18
clkbuf	6
nor2	12
layout make-up:
class | instances | area share, %
multi-input cells | 118 | 42.3
flip-flops and latches | 29 | 29.9
repair buffers | 35 | 15.7
inverters | 25 | 4.24
well taps | 72 | 4.07
clock buffers | 6 | 3.28
clock inverters | 2 | 0.453
routing by layer:
metal | routed length (um) | part of all wire (%)
met5 | 0 | 0
met4 | 72 | 2.1
met3 | 167 | 4.9
met2 | 1470 | 43
met1 | 1680 | 49
power groups by stage:
stage / clock (W) / combinational, W / sequential (W)
6_report: 0.000139 / 0.000203 / 0.000231
4_1_cts: 0.000146 / 0.000203 / 0.000231
5_1_grt: 0.000154 / 0.000228 / 0.000234
flip-flops by register name, summed over array words and instances (netlist names):
signal,cells
Q,8
Q_1,1
count,4
M,8
A,8
metrics by stage:
stage | util (%) | hold slack, ns | setup slack (ns) | power [W] | cells
2_1_floorplan | - | 0.418 | 4.21 | 0.000364 | 179
3_3_place_gp | 38.4 | 0.437 | 3.54 | 0.000438 | 279
3_5_place_dp | 38.4 | 0.443 | 3.50 | 0.000435 | 279
4_1_cts | 39.9 | 0.454 | 3.79 | 0.000580 | 287
5_1_grt | 39.9 | 0.464 | 3.71 | 0.000616 | 287
6_report | 39.9 | 0.448 | 3.76 | 0.000572 | 287
Power is estimated from default activity; no workload was simulated.
